==> design.v <==
module reg_file #(parameter pw=2)(
  input[7:0] dat_in,
  input      clk,
  input      wr_en,            
  input[pw:0] wr_addr,		   
              rd_addrA,		   
			  rd_addrB,
  output logic[7:0] datA_out,  
                    datB_out,
  					branch_out); 
  logic[7:0] core[2**pw];     
  assign datA_out = core[rd_addrA];
  assign datB_out = core[rd_addrB];
  assign branch_out = core[7];
  always_ff @(posedge clk)
    if(wr_en)				    
      core[wr_addr] <= dat_in; 
endmodule
==> run.sh <==
#!/bin/bash
# OpenROAD 26Q1-2900-gdf79404cd8, Yosys 0.63+post, stock flow scripts
make -C /OpenROAD-flow-scripts/flow DESIGN_CONFIG=/design/flow/config.mk WORK_HOME=/design/flow/orfs finish
==> config.mk <==
export PLATFORM = sky130hd
export DESIGN_NAME = reg_file
export DESIGN_NICKNAME = reg_file
export VERILOG_FILES = /design/flow/design.v
export SDC_FILE = /design/flow/constraint.sdc
export NUM_CORES = 4
export LEC_CHECK = 1
export CORE_AREA = 10 10 101 101
export DIE_AREA = 0 0 111 111
==> constraint.sdc <==
current_design reg_file

set clk_period 1.6
set clk_io_pct 0.2

create_clock -name clk0 -period $clk_period [get_ports {clk}]

set non_clock_inputs [all_inputs -no_clocks]
set_input_delay [expr $clk_period * $clk_io_pct] -clock clk0 $non_clock_inputs
set_output_delay [expr $clk_period * $clk_io_pct] -clock clk0 [all_outputs]
==> impl_metrics.py <==
# Auto-generated metrics
metrics = {
    "final_layout": {
        "final_util": 0.274,
        "regArea_um2": 961,
        "fillCellCount": 807,
        "comb_area_um2": 392,
        "top_register": "core",
        "drive_above_1_share": 0.588,
        "largest_reg_flops": 32,
        "top_regs": "core: 32 flops",
        "syn2layout_area_growth_pct": 60.8,
    },
    "clock_network": {
        "path_clk_slew_ps": 50,
        "cts.sinks": 32,
        "numCtsBuffers": 5,
        "hold_buffers": 0,
        "cts-root-buf": "clkbuf_8",
        "clock_path_buffers": 2,
        "htreeDepth": 2,
        "cts_tree": "yes",
    },
    "floorplanning": {
        "row_count": 33,
        "dieArea_um2": 12300,
        "die_w_um": 111,
        "ios": 43,
        "die_height_um": 111,
        "core_util_floorplan": 0.170,
        "core_area_um2": 8130,
    },
    "final_timing": {
        "min_period_ps": 1700,
        "setup_tns_ps": -314,
        "final.setup.worst_slack_ps": -97.4,
        "timing.fmax_mhz": 589,
        "rsz0062_at_grt": "true",
        "hold_violations": 0,
        "drv_slew": 0,
        "slew_headroom": 0.877,
        "setup_violations": 6,
        "period_used_share": 1.06,
        "tightestPinTransition_ps": 184,
    },
    "yosys": {
        "postSynthSeqShare": 0.694,
        "synth_area_um2": 1390,
        "synth_chip_area_um2": 1390,
        "yosysUniqueCellTypes": 7,
        "ys_ff": 32,
        "postSynthCellCount": 56,
        "avgSynthCellArea_um2": 24.7,
        "ys_cells": 56,
        "yosysWarnings": 1,
    },
    "critical_path": {
        "critPathLaunchType": "register",
        "crit_path_end_kind": "output pin",
        "arrival_ps": 1380,
        "critPathKind": "reg2out",
        "path_max_fanout": 2,
        "required_ps": 1280,
    },
    "pwr": {
        "leakage_nw": 0.846,
        "vdd_drop_max_mv": 0.204,
        "p_per_area_nw_per_um2": 791,
        "p_sw_frac": 0.179,
        "power.total_w": 0.00176,
        "switching_power_w": 0.000315,
        "internal_power_w": 0.00145,
        "p_comb_frac": 0.162,
        "p_seq_frac": 0.561,
        "clkPwrFrac": 0.278,
    },
    "drt": {
        "avgViaCountPerCell": 3.57,
        "drc": 0,
        "wl_um": 3230,
        "antenna_left": 0,
        "diodes": 0,
        "drtIter0Drc": 19,
        "wire_per_inst_um": 13.7,
        "dr.pass1.iters": 4,
        "dr_total_vias": 842,
    },
    "placed_design": {
        "gp_congestion": 0.759,
        "place_ws_ps": -665,
        "port_buffers": 39,
    },
    "grt": {
        "antenna_found_initial": 0,
        "track_usage": 0.0538,
        "grt_pass1_vias": 985,
        "grt_max_degree": 9,
        "grt_pass1_wl_um": 5060,
        "grt_overflow": 0,
    },
    "status": {
        "outcome": "complete, but fails checks",
        "violations": "setup timing",
    },
    "run": {
        "openroad.warnings": 30,
        "drv_cap": 0,
    },
    "min_path": {
        "hold_path_class": "in2reg",
    },
}
-- stage by stage --
stage / std cells / hold slack [ps] / instance area, um^2
detailed placement: 212 / 959 / 2080
finish: 236 / 691 / 2230
CTS: 234 / 679 / 2200
floorplan: 56 / 419 / 1390
global placement: 212 / 950 / 2080
global route: 236 / 690 / 2230
-- power by group through the flow --
stage | Sequential (W) | Clock [W] | Combinational (W)
finish | 0.000988 | 0.000489 | 0.000284
global route | 0.000991 | 0.000561 | 0.000312
CTS | 0.000987 | 0.000514 | 0.000289
-- final timing paths --
kind | startpoint | end | depth (start not counted)
hold / removal | dat_in[5] | core[0][5]$_DFFE_PP_ | 1
setup / recovery | core[3][7]$_DFFE_PP_ | datA_out[7] | 3
-- critical path, stage by stage, from the launching register on --
cell,delay (ps)
edfxtp_1,410
buf_6,140
mux4_2,440
buf_2,130
-- placed cells by master, fill, tap and decap left out --
cell,netlist,layout
and3_1,1,1
and3b_1,2,2
buf_12,0,7
buf_2,0,18
buf_4,0,25
buf_6,2,5
buf_8,0,1
clkbuf_8,0,5
clkdlybuf4s15_1,0,1
clkdlybuf4s50_1,0,12
dlygate4sd2_1,0,2
dlymetal6s2s_1,0,3
edfxtp_1,32,32
mux4_2,16,16
nor3b_1,1,1
-- metal layers --
layer | global-route usage | up-vias | wire [um]
met3 | 0.0416 | 0 | 385
li1 | - | 403 | -
met5 | 0 | - | 0
met1 | 0.0566 | 397 | 1240
met4 | 0.00347 | 0 | 0
met2 | 0.0873 | 42 | 1610
-- cell type report --
type / count / share of cell area
multi-input cells: 20 / 0.176
flip-flops and latches: 32 / 0.431
well taps: 105 / 0.0590
clock buffers: 5 / 0.0309
repair buffers: 74 / 0.303
-- Yosys cell counts (all sizes together) --
| cell | count | area share |
|---|---|---|
| and3 | 1 | 0.0045 |
| and3b | 2 | 0.013 |
| clkbuf | 2 | 0.0072 |
| mux4 | 16 | 0.26 |
| edfxtp | 32 | 0.69 |
| nor3b | 1 | 0.0054 |
| buf | 2 | 0.016 |
-- timing repair --
item	CTS	global route
buffers inserted	19	2
setup endpoints to repair	16	20
gates resized	72	6
-- logic make-up (layout without fill, tap and decap cells) --
| family | count (synthesis) | count (layout) | share of synthesized area |
|---|---|---|---|
| multiplexers | 16 | 16 | 0.260 |
| AND/OR/NAND/NOR | 4 | 4 | 0.0226 |
| buffers and inverters | 4 | 79 | 0.0235 |
| flip-flops | 32 | 32 | 0.694 |
Power figures rest on the tool's default switching activity, not on a simulated workload.
