## design/flow/config.mk

```make
export PLATFORM = sky130hd
export DESIGN_NAME = PC
export DESIGN_NICKNAME = PC
export VERILOG_FILES = /design/flow/design.v
export SDC_FILE = /design/flow/constraint.sdc
export NUM_CORES = 4
export LEC_CHECK = 1
export CORE_AREA = 10 10 106 106
export DIE_AREA = 0 0 116 116
```

## design/flow/constraint.sdc

```tcl
current_design PC

set clk_period 3.6
set clk_io_pct 0.2

create_clock -name clk0 -period $clk_period [get_ports {clk}]

set non_clock_inputs [all_inputs -no_clocks]
set_input_delay [expr $clk_period * $clk_io_pct] -clock clk0 $non_clock_inputs
set_output_delay [expr $clk_period * $clk_io_pct] -clock clk0 [all_outputs]
```

## design/flow/design.v

```verilog
module PC #(parameter D=12)(
  input reset,					 
        clk,
		reljump_en,              
        absjump_en,				 
  input       [D-1:0] target,	 
  output logic[D-1:0] prog_ctr
);
  always_ff @(posedge clk)
    if(reset)
	  prog_ctr <= '0;
	else if(reljump_en)
	  prog_ctr <= prog_ctr + target;
    else if(absjump_en)
	  prog_ctr <= target;
	else
	  prog_ctr <= prog_ctr + 'b1;
endmodule
```

## design/flow/run.sh

```bash
#!/bin/bash
# OpenROAD 26Q1-2900-gdf79404cd8, Yosys 0.63+post, stock flow scripts
make -C /OpenROAD-flow-scripts/flow DESIGN_CONFIG=/design/flow/config.mk WORK_HOME=/design/flow/orfs finish
```

==> deck_impl_summary.md <==
Synthesis and Place & Route Summary

Synthesis
  – Count of cell types in the netlist: 43
  – Synth flops: 12
  – Post-synth EDFFs: 0
  – Yosys warns: 1
  – Synthesized area per cell: 7.93 sq um
  – Yosys stat area: 1240 sq um
  – Async set-reset flop share out of synthesis: 0
  – Post-synth seq share: 0.194
  – Mapped Cells: 156
  – Number of cells in Yosys stat: 156
  – Ys flop type: dfxtp_1
  – Post-synthesis cell area: 1240 sq um

STA
  – Clock period minus worst slack: 2.61 ns
  – RSZ-0062 raised after global routing: false
  – Hold WS: 0.700 ns
  – FMAX: 0.383 GHz
  – Worst-margin pin slew: 0.627 ns
  – Post-route worst setup slack: 0.989 ns
  – TNS Setup: 0 ns
  – Clock Skews: 0.00355 ns
  – Slew margin rel.: 0.581
  – Cycle use final: 0.725
  – Hold Violations, Final: 0
  – Fin. max-slew vios: 0
  – Final setup fails: 0

Power and ir drop
  – Internal: 0.360 mW
  – IR drop worst, VDD: 62.1 uV
  – Combinational Power Share: 0.440
  – Flop pwr share: 0.333
  – Switch share: 0.355
  – Share of power burned in the clock network: 0.228
  – Leakage: 0.627 nW
  – Total chip power: 0.557 mW
  – Power density over the cells: 332 nW/um^2
  – Psw: 0.198 mW

Floorplanning
  – FP Util: 0.140
  – Die H: 116 um
  – Row count: 34
  – Core area: 8850 sq um
  – Die ar.: 13,500 sq um
  – Die width: 116 um
  – I/O pins: 28

Clock tree
  – Late-Pin Clk Latency: 0.24 ns
  – Max Buffers Root-to-Sink: 2
  – Postcts setup bufs: 0
  – Clock buffer count from CTS: 3
  – CTS Root Cell: clkbuf_8
  – Clock sinks: 12
  – Post-CTS Resized: 0
  – Hold_buf cts: 0
  – CTS tree: built
  – Clock transition at path regs: 0.05 ns
  – Htree depth: 1

Layout
  – Largest register FFs: 12
  – Synth-to-layout area growth: 35.5%
  – Largest regs: prog_ctr: 12 flops
  – Register area: 240 sq um
  – Final non-filler cell area: 1680 sq um
  – Most flops, register: prog_ctr
  – Non-filler instance count after layout: 291
  – Final core utilization: 0.189
  – Layout cells sized above 1: 0.0656
  – Logic area: 963 sq um
  – Filler cells: 969

Drt
  – Vias/cell: 4.25
  – DRT iter0 DRCs: 89
  – DRT Pass-1 Iters: 4
  – Wirelength per Cell: 13.4 um
  – Via count: 1,236
  – Drt total wl: 3900 um
  – Inserted Diodes: 0
  – Antenna Nets Post-Route: 0
  – DRC viols: 0

Place
  – Placed instance count: 288
  – Post-DP HPWL: 3150 um
  – I/O Buffers: 27
  – Post-DP Area: 1640 sq um
  – GP Congestion: 0.906
  – Pre-CTS WS: 0.748 ns

Critical path
  – CP Data Arrival Time: 2.76 ns
  – Critical Path Sink Type: flip-flop
  – Crit Path Class: in2reg
  – Req. time, crit path: 3.75 ns
  – Startpoint class of the critical path: input port
  – Crit-path max FO: 5

Global routing
  – Congestion Overflow GR: 0
  – Vias in the first global route: 1,223
  – Pin count of the biggest net entering global routing: 16
  – Initial antenna violation count: 0
  – First-pass GRT wire length: 6350 um
  – Total GRT Usage: 0.0594

Min path
  – Worst min-delay path class: reg2reg

Run
  – Max-cap violations: 0
  – Tool warnings: 25

Outcome
  – Status: finished, final reports clean
==> path summary, 6_finish.rpt <==
check	start	to	slack [ns]	cells past startpoint
setup / recovery	target[3]	prog_ctr[11]$_SDFF_PP0_	0.99	7
hold / removal	prog_ctr[11]$_SDFF_PP0_	prog_ctr[11]$_SDFF_PP0_	0.70	3
setup reg to reg	prog_ctr[0]$_SDFF_PP0_	prog_ctr[8]$_SDFF_PP0_	1.38	8
hold reg to reg	prog_ctr[11]$_SDFF_PP0_	prog_ctr[11]$_SDFF_PP0_	0.70	3
==> cells in the mapped netlist (5+ instances only) <==
| cell | n | area share |
|---|---|---|
| nand2_1 | 12 | 0.036 |
| o21ai_0 | 8 | 0.032 |
| mux2i_1 | 5 | 0.040 |
| ha_1 | 12 | 0.12 |
| nor3_1 | 5 | 0.020 |
| nor2_1 | 8 | 0.024 |
| a21oi_1 | 11 | 0.044 |
| nand4_1 | 7 | 0.035 |
| dfxtp_1 | 12 | 0.19 |
| xnor2_1 | 10 | 0.071 |
| inv_1 | 5 | 0.015 |
| nand2b_1 | 5 | 0.025 |
==> per-layer routing <==
metal,vias to the layer above,GRT usage,share of wire
met5,-,0,0
met1,556,0.0792,0.45
li1,639,-,-
met3,4,0.0199,0.090
met2,37,0.0933,0.45
met4,0,0.00917,0.012
==> cells by family (layout without fill, tap and decap cells) <==
group,count (synthesis),in the layout,synth area share
AOI/OAI and AO/OA,47,47,0.261
xor gates and xnor gates,14,14,0.0991
muxes,5,5,0.0404
adders and majority gates,13,13,0.138
DFF,12,12,0.194
buffers and inverters,9,36,0.0273
and+or+nand+nor,56,56,0.241
==> area by class of cell <==
cell class                 count  share of cell area
clock buffer                   3              0.0246
inverter                       5              0.0112
tap                          108              0.0806
timing repair buffer          28               0.166
multi-input combinational    135               0.575
sequential                    12               0.143
==> worst max-delay path: stages <==
cell and delay (ns):
clkdlybuf4s50_1 0.43, ha_1 0.38, a21o_1 0.21, a21oi_2 0.22, a21oi_2 0.08, or4_1 0.46, a311oi_1 0.25
==> power by group through the flow <==
stage	clock (mW)	combinational, mW	sequential, mW
after global routing	0.134	0.277	0.191
after CTS	0.131	0.246	0.185
final	0.127	0.245	0.185
==> cell usage in the layout (no fill, tap or decap), types with 2 or more instances in the layout <==
master	n
a211oi_1	3
a21o_1	3
a21oi_1	11
a21oi_2	2
clkbuf_8	3
clkdlybuf4s50_1	27
dfxtp_1	12
ha_1	12
inv_1	5
mux2i_1	5
nand2_1	12
nand2b_1	5
nand3_1	4
nand3b_1	2
nand4_1	7
nor2_1	8
nor2b_1	2
nor3_1	5
o211ai_1	2
o21a_1	4
o21ai_0	8
o31a_1	2
o31ai_1	4
or2_2	3
xnor2_1	10
xor2_1	4
Power is estimated from default activity; no workload was simulated.
